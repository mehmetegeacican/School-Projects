===== ./run.sh =====
#!/bin/bash
# OpenROAD 26Q1-2900-gdf79404cd8, Yosys 0.63+post, stock flow scripts
make -C /OpenROAD-flow-scripts/flow DESIGN_CONFIG=/design/flow/config.mk WORK_HOME=/design/flow/orfs finish

===== ./config.mk =====
export PLATFORM = sky130hd
export DESIGN_NAME = RandomNumberGenerator
export DESIGN_NICKNAME = RandomNumberGenerator
export VERILOG_FILES = /design/flow/design.v
export SDC_FILE = /design/flow/constraint.sdc
export NUM_CORES = 4
export LEC_CHECK = 1
export CORE_AREA = 10 10 70 70
export DIE_AREA = 0 0 80 80

===== ./constraint.sdc =====
current_design RandomNumberGenerator

set clk_period 1.0
set clk_io_pct 0.2

create_clock -name clk0 -period $clk_period [get_ports {clk}]

set non_clock_inputs [all_inputs -no_clocks]
set_input_delay [expr $clk_period * $clk_io_pct] -clock clk0 $non_clock_inputs
set_output_delay [expr $clk_period * $clk_io_pct] -clock clk0 [all_outputs]

===== ./design.v =====
`timescale 1ns / 1ps
module RandomNumberGenerator(
    input logic reset,
    input logic clk,
    output logic [3:0]movement
    );
    logic feedback;
    logic [15:0]register;
    assign feedback = register[15] ^ register[14] ^ register[12] ^ register[2];
    always_ff@(posedge clk)
    begin
        if(reset)
            register <= 16'h0001;
        else
            register <= {register[14:0], feedback};
    end
    assign movement = register[3:0];
endmodule

==> impl_metrics.csv <==
group,metric,value,unit
timing,fmax,1040,MHz
synth,syn_inst,40,
critical_path,cp-end-kind,"output pin",
critical_path,worstSetupPathType,"register to output pin",
finish,largest_reg_flops,16,
finish,fin_cells,92,
drt,via_per_inst,2.61,
drt,m1WireLength,311,µm
clocking,cts_tree,"built",
place,dp_hpwl,449,µm
job,warning_count,25,
clocking,htree_levels,1,
min_path,min_path_type,"register to register",
clocking,clock_latency,0.27,ns
place,dp_cells,89,
place,place_congestion,0.679,
clocking,cts_made_buffers,3,
drt,vias,240,
clocking,cts.sinks,16,
synth,ys.flops,16,
critical_path,rr_worst_depth,4,
finish,final.fill_count,383,
global_routing,antenna_found_initial,0,
synth,synth-area-yosys,487,µm²
critical_path,crit_chain,"clkdlybuf4s15_1",
critical_path,crit_path_start_kind,"register",
place,placed_area,592,µm²
drt,wl_met3,100,µm
floorplan,die_y,80,µm
timing,relSlewSlack,86.6,%
clocking,root_buffer,"clkbuf_4",
finish,area_delta_synth_final,24.2,%
pwr,leakagePower,0.243,nW
drt,drt_iter0_markers,15,
critical_path,cp_slowest_cell,"dfxtp_2",
drt,wl_per_cell,6.74,µm
clocking,cts_hold_buf,0,
synth,synth_area_per_cell,12.2,µm²
floorplan,core,3420,µm²
synth,yosysWarnings,1,
global_routing,grt_pass1_vias,234,
global_routing,grt_overflow,0,
timing,drv_slew,0,
floorplan,boundaryPins,6,
timing,skew,0.00134,ns
finish,fin_util,17.7,%
synth,ys_types,7,
critical_path,cp.depth,1,
drt,drtAntennaViolNets,0,
critical_path,cp_max_fo,2,
floorplan,initCoreUtil,14.2,%
global_routing,grt_first_pass_wirelength,1080,µm
min_path,whs_path_depth,1,
synth,yosys_cells,40,
finish,reg.largest.list,"register (16)",
synth,synthesis.area,487,µm²
pwr,p_per_area,1670,nW/µm²
finish,drive_gt1_share,30.4,%
job,drv_cap,0,
drt,dr.pass1.iters,2,
timing,grt_setup_unrepaired,"false",
critical_path,slowest_delay,0.33,ns
timing,hold_violations,0,
critical_path,cp_top_family,"flip-flops",
critical_path,cp.arrival,0.76,ns
timing,tightest_slew,0.200,ns
floorplan,num_rows,21,
drt,dr.max_layer_used,"met3",
clocking,path_clk_slew,0.08,ns
drt,wl_met2,208,µm
critical_path,cp.required,0.80,ns
synth,synth_seq_share,65.8,%
floorplan,die_w,80,µm
timing,layout_worst_path_cycle_share,96.5,%
drt,n_antenna_cell,0,
drt,routed_wl,620,µm
critical_path,path_buffers,1,
global_routing,groute.usage.overall,2.19,%
pwr,ir_drop,0.306,mV
global_routing,grt_max_degree,13,
finish,postLayoutCellArea,604,µm²
timing,min_period,0.965,ns
floorplan,dieArea,6400,µm²
place,io_buffers,5,
run_status,status,"finished clean",
clocking,postCtsSetupBuffers,0,
timing,setup_viol,0,
clocking,clockBufferDepth,2,
finish,regMostFlops,"register",
drt,remaining_drc_errors,0,
## cells in the mapped netlist
cell type   n  area (µm²)
nand2b_1    1        6.26
dfxtp_1    16         320
xor2_1      2        17.5
nor2b_2     1        8.76
buf_4       5        37.5
nor2b_1    14        87.6
xnor2_1     1        8.76
## stage by stage
step / TNS [ns] / total power, W / setup slack, ns / hold slack [ns]
after floorplan: 0 / 0.000692 / 0.209 / 0.272
after global placement: -0.956 / 0.000720 / -0.0767 / 0.423
after detailed placement: -1.02 / 0.000720 / -0.0829 / 0.426
after CTS: 0 / 0.00103 / 0.0182 / 0.434
after global routing: 0 / 0.00106 / 0.00246 / 0.461
final: 0 / 0.00101 / 0.0350 / 0.438
## final timing paths
kind | start | end | slack (ns)
worst min-delay path | register[4] | register[5] | 0.44
worst max-delay path | register[0] | movement[0] | 0.04
worst min register to register | register[4] | register[5] | 0.44
worst max register to register | register[2] | register[0] | 0.06
## what timing repair did
action                     CTS  global route
setup endpoints to repair    4             1
gates cloned                 0             0
resized                     14             1
## cell families (layout without fill, tap and decap cells)
group / after synthesis / count (layout) / share of synthesized area (%)
buffers and inverters: 5 / 11 / 7.71
DFF: 16 / 16 / 65.8
and+or+nand+nor: 16 / 16 / 21.1
xor gates and xnor gates: 3 / 3 / 5.40
## layer usage
metal	track usage [%]	up-vias
met1	2.86	106
met5	0	-
met3	2.27	0
li1	-	127
met2	2.33	7
met4	0.528	0
## cell type report
class | count | area (µm²) | share of cell area [%]
Tap cell | 46 | 57.6 | 9.52
Timing Repair Buffer | 8 | 70.1 | 11.6
Sequential cell | 16 | 325 | 53.8
Multi-Input combinational cell | 19 | 129 | 21.3
Clock buffer | 3 | 22.5 | 3.73
## cells in the final DEF, fill, tap and decap left out
master and instances:
nor2b_1 14, dfxtp_2 4, xnor2_1 1, clkdlybuf4s15_1 1, buf_2 2, clkbuf_4 3, nor2b_2 1, nand2b_1 1
buf_12 1, xor2_1 2, clkbuf_2 1, buf_4 2, dfxtp_1 12, clkdlybuf4s50_1 1
## power breakdown
group          internal [W]  switching, W
clock              0.000139      0.000172
sequential         0.000648    0.00000400
combinational     0.0000298     0.0000169
total              0.000818      0.000193
Power figures rest on the tool's default switching activity, not on a simulated workload.
